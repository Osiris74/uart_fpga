<file path="/design/flow/config.mk">
export PLATFORM = sky130hd
export DESIGN_NAME = top
export DESIGN_NICKNAME = top
export VERILOG_FILES = /design/flow/design.v
export SDC_FILE = /design/flow/constraint.sdc
export NUM_CORES = 4
export LEC_CHECK = 1
export CORE_UTILIZATION = 50
</file>
<file path="/design/flow/constraint.sdc">
current_design top

set clk_period 2.6
set clk_io_pct 0.2

create_clock -name clk0 -period $clk_period [get_ports {clk}]

set non_clock_inputs [all_inputs -no_clocks]
set_input_delay [expr $clk_period * $clk_io_pct] -clock clk0 $non_clock_inputs
set_output_delay [expr $clk_period * $clk_io_pct] -clock clk0 [all_outputs]
</file>
<file path="/design/flow/design.v">
module fifo 
#
(
    parameter   WIDTH           = 8,
    parameter   DEPTH           = 16
)
(
    input                clk,
    input                rst,
    input                push,
    input                pop,
    input  [WIDTH - 1:0] write_data,
    output [WIDTH - 1:0] read_data,
    output               empty,
    output               full
);
localparam  pointer_width           = $clog2 (DEPTH);
localparam  extended_pointer_width  = pointer_width + 1;
logic [extended_pointer_width - 1:0] ext_wr_ptr, ext_rd_ptr;
wire [pointer_width - 1:0] wr_ptr = ext_wr_ptr [pointer_width - 1:0];
wire [pointer_width - 1:0] rd_ptr = ext_rd_ptr [pointer_width - 1:0];
logic [WIDTH - 1:0] data [0: DEPTH - 1];
assign empty = (ext_rd_ptr == ext_wr_ptr);
assign full  = (ext_rd_ptr[pointer_width - 1:0]          == ext_wr_ptr[pointer_width - 1:0]) &&
               (ext_rd_ptr[extended_pointer_width - 1] != ext_wr_ptr[extended_pointer_width - 1]); 
always_ff @ (posedge clk)
if (push)
  data [wr_ptr] <= write_data;
assign read_data = data [rd_ptr];
always_ff @ (posedge clk or posedge rst)
if (rst)
begin
  ext_wr_ptr <= '0;
  ext_rd_ptr <= '0;
end
else 
begin
    if (push && (!full || pop))
    begin
        ext_wr_ptr <= ext_wr_ptr + 1'b1;
    end
    if (pop && (!empty))
    begin
        ext_rd_ptr <= ext_rd_ptr + 1'b1;
    end
end
endmodule
module top (
input               clk     ,  
input               sw_0    ,  
input               sw_1    ,  
input   wire        uart_rxd,  
output  wire        uart_txd,  
output  wire [3:0]  led,
output wire rx_valid,
output wire tx_busy
);
parameter CLK_HZ       = 50_000_000;
parameter BIT_RATE     = 9600;
parameter PAYLOAD_BITS = 8;
parameter FIFO_WIDTH = 8;
parameter FIFO_DEPTH = 16;
wire [PAYLOAD_BITS-1:0]  uart_rx_data;
wire        uart_rx_valid;
wire        uart_rx_break;
wire        uart_tx_busy;
wire [PAYLOAD_BITS-1:0]  uart_tx_data;
wire        uart_tx_en, uart_rx_en;
wire full_fifo, empty_fifo;
reg  [PAYLOAD_BITS-1:0]  led_reg;
assign      led = led_reg;
assign uart_tx_en   = ~empty_fifo;   
assign uart_rx_en   = ~full_fifo;    
assign rx_valid = uart_rx_valid;
assign tx_busy  = uart_tx_busy;
always @(posedge clk) begin
    if(!sw_0) begin
        led_reg <= 8'hF0;
    end else if(uart_rx_valid) begin
        led_reg <= uart_rx_data[7:0];
    end
end
uart_rx #(
.BIT_RATE(BIT_RATE),
.PAYLOAD_BITS(PAYLOAD_BITS),
.CLK_HZ  (CLK_HZ  )
) i_uart_rx(
.clk          (clk          ),  
.resetn       (sw_0         ),  
.uart_rxd     (uart_rxd     ),  
.uart_rx_en   (uart_rx_en   ),  
.uart_rx_break(uart_rx_break),  
.uart_rx_valid(uart_rx_valid),  
.uart_rx_data (uart_rx_data )   
);
uart_tx #(
.BIT_RATE(BIT_RATE),
.PAYLOAD_BITS(PAYLOAD_BITS),
.CLK_HZ  (CLK_HZ  )
) i_uart_tx(
.clk          (clk          ),
.resetn       (sw_0         ),
.uart_txd     (uart_txd     ),
.uart_tx_en   (uart_tx_en   ),
.uart_tx_busy (uart_tx_busy ),
.uart_tx_data (uart_rx_data ) 
);
fifo #(
    .WIDTH    (FIFO_WIDTH),
    .DEPTH    (FIFO_DEPTH)
)
i_fifo
(
    .clk          (     clk              ),
    .rst          (     ~sw_0            ),
    .push         (     uart_rx_valid    ),
    .pop          (     ~uart_tx_busy    ),
    .write_data   (     uart_rx_data     ),
    .read_data    (     uart_tx_data     ),
    .empty        (     empty_fifo       ),
    .full         (     full_fifo        )
);
endmodule
module uart_rx # 
(
    parameter   BIT_RATE        = 9600,  
    parameter   CLK_HZ          =    50_000_000,
    parameter   PAYLOAD_BITS    = 8,
    parameter   STOP_BITS       = 1
)
(
input  wire       clk          ,  
input  wire       resetn       ,  
input  wire       uart_rxd     ,  
input  wire       uart_rx_en   ,  
output wire       uart_rx_break,  
output wire       uart_rx_valid,  
output reg  [PAYLOAD_BITS-1:0] uart_rx_data    
);
localparam       CYCLES_PER_BIT      = CLK_HZ / BIT_RATE;
localparam       CYCLES_PER_BIT_HALF = CYCLES_PER_BIT / 2; 
localparam       COUNT_REG_LEN      = 1+$clog2(CYCLES_PER_BIT);
reg rxd_reg;
reg rxd_reg_0;
reg [PAYLOAD_BITS-1:0] recieved_data;
reg [COUNT_REG_LEN-1:0] cycle_counter;
reg [3:0] bit_counter;
reg bit_sample;
reg [2:0] fsm_state;
reg [2:0] n_fsm_state;
localparam FSM_IDLE = 0;
localparam FSM_START= 1;
localparam FSM_RECV = 2;
localparam FSM_STOP = 3;
assign uart_rx_break = uart_rx_valid && ~|recieved_data;
assign uart_rx_valid = fsm_state == FSM_STOP && n_fsm_state == FSM_IDLE;
always @(posedge clk) begin
    if(!resetn) 
    begin
        uart_rx_data  <= {PAYLOAD_BITS{1'b0}};
    end 
    else 
        if (fsm_state == FSM_STOP) 
        begin
            uart_rx_data  <= recieved_data;
        end
end
wire next_bit     = cycle_counter == CYCLES_PER_BIT ||
                    fsm_state     == FSM_STOP && 
                    cycle_counter == CYCLES_PER_BIT_HALF;
wire payload_done = bit_counter   == PAYLOAD_BITS  ;
always @(*) begin : p_n_fsm_state
    case(fsm_state)
        FSM_IDLE : n_fsm_state = rxd_reg      ? FSM_IDLE : FSM_START;
        FSM_START: n_fsm_state = next_bit     ? FSM_RECV : FSM_START;
        FSM_RECV : n_fsm_state = payload_done ? FSM_STOP : FSM_RECV ;
        FSM_STOP : n_fsm_state = next_bit     ? FSM_IDLE : FSM_STOP ;
        default  : n_fsm_state = FSM_IDLE;
    endcase
end
always @(posedge clk) begin : p_recieved_data
    if(!resetn) 
    begin
        recieved_data <= {PAYLOAD_BITS{1'b0}};
    end 
    else if(fsm_state == FSM_IDLE             ) 
	 begin
        recieved_data <= {PAYLOAD_BITS{1'b0}};
    end 
    else if(fsm_state == FSM_RECV && next_bit ) 
	 begin
        recieved_data <= {bit_sample, recieved_data[PAYLOAD_BITS-1 : 1]};
    end
end
always @(posedge clk) begin : p_bit_counter
    if(!resetn) 
    begin
        bit_counter <= {COUNT_REG_LEN{1'b0}};
    end 
    else if(fsm_state != FSM_RECV) 
    begin
        bit_counter <= {COUNT_REG_LEN{1'b0}};
    end 
    else if(fsm_state == FSM_RECV && next_bit) 
    begin
        bit_counter <= bit_counter + 1'b1;
    end
end
always @(posedge clk) begin : p_bit_sample
    if(!resetn) 
    begin
        bit_sample <= 1'b0;
    end 
    else if (cycle_counter == CYCLES_PER_BIT_HALF) 
        begin
            bit_sample <= rxd_reg;
        end
end
always @(posedge clk) begin : p_cycle_counter
    if(!resetn) 
    begin
        cycle_counter <= {COUNT_REG_LEN{1'b0}};
    end 
    else if(next_bit) 
        begin
            cycle_counter <= {COUNT_REG_LEN{1'b0}};
        end 
    else if(fsm_state == FSM_START || 
                fsm_state == FSM_RECV  || 
                fsm_state == FSM_STOP   ) begin
        cycle_counter <= cycle_counter + 1'b1;
    end
end
always @(posedge clk) begin : p_fsm_state
    if(!resetn) begin
        fsm_state <= FSM_IDLE;
    end else begin
        fsm_state <= n_fsm_state;
    end
end
always @(posedge clk) begin : p_rxd_reg
    if(!resetn) begin
        rxd_reg     <= 1'b1;
        rxd_reg_0   <= 1'b1;
    end else if(uart_rx_en) 
        begin
            rxd_reg     <= rxd_reg_0;
            rxd_reg_0   <= uart_rxd;
        end
end
endmodule
module uart_tx #
(
    parameter   BIT_RATE        = 9600,  
    parameter   CLK_HZ          = 50_000_000,
    parameter   PAYLOAD_BITS    = 8,
    parameter   STOP_BITS       = 1
)
(
input  wire         clk         ,  
input  wire         resetn      ,  
output wire         uart_txd    ,  
output wire         uart_tx_busy,  
input  wire         uart_tx_en  ,  
input  wire [PAYLOAD_BITS-1:0]   uart_tx_data   
);
localparam       CYCLES_PER_BIT       = CLK_HZ / BIT_RATE;
localparam       CYCLES_PER_BIT_HALF  = CYCLES_PER_BIT / 2;
localparam       COUNT_REG_LEN      = 1+$clog2(CYCLES_PER_BIT);
reg txd_reg;
reg [PAYLOAD_BITS-1:0] data_to_send;
reg [COUNT_REG_LEN-1:0] cycle_counter;
reg [3:0] bit_counter;
reg [2:0] fsm_state;
reg [2:0] n_fsm_state;
localparam FSM_IDLE = 0;
localparam FSM_START= 1;
localparam FSM_SEND = 2;
localparam FSM_STOP = 3;
assign uart_tx_busy = fsm_state != FSM_IDLE;
assign uart_txd     = txd_reg;
wire next_bit     = cycle_counter == CYCLES_PER_BIT;
wire payload_done = bit_counter   == PAYLOAD_BITS  ;
wire stop_done    = bit_counter   == STOP_BITS && fsm_state == FSM_STOP;
always @(*) begin : p_n_fsm_state
    case(fsm_state)
        FSM_IDLE : n_fsm_state = uart_tx_en   ? FSM_START: FSM_IDLE ;
        FSM_START: n_fsm_state = next_bit     ? FSM_SEND : FSM_START;
        FSM_SEND : n_fsm_state = payload_done ? FSM_STOP : FSM_SEND ;
        FSM_STOP : n_fsm_state = stop_done    ? FSM_IDLE : FSM_STOP ;
        default  : n_fsm_state = FSM_IDLE;
    endcase
end
integer i = 0;
always @(posedge clk) begin : p_data_to_send
    if(!resetn) 
    begin
        data_to_send <= {PAYLOAD_BITS{1'b0}};
    end 
    else if(fsm_state == FSM_IDLE && uart_tx_en) 
    begin
        data_to_send <= uart_tx_data;
    end
    else if(fsm_state       == FSM_SEND       && next_bit ) 
        begin
            data_to_send <= data_to_send >> 1;
        end
end
always @(posedge clk) begin : p_bit_counter
    if(!resetn) 
    begin
        bit_counter <= 4'b0;
    end 
    else if(fsm_state != FSM_SEND && fsm_state != FSM_STOP) 
    begin
        bit_counter <= {COUNT_REG_LEN{1'b0}};
    end 
    else if(fsm_state == FSM_SEND && n_fsm_state == FSM_STOP)
    begin
        bit_counter <= {COUNT_REG_LEN{1'b0}};
    end
    else if(fsm_state == FSM_STOP&& next_bit)
    begin
        bit_counter <= bit_counter + 1'b1;
    end 
    else if(fsm_state == FSM_SEND && next_bit) 
    begin
        bit_counter <= bit_counter + 1'b1;
    end
end
always @(posedge clk) begin : p_cycle_counter
    if(!resetn) 
    begin
        cycle_counter <= {COUNT_REG_LEN{1'b0}};
    end
    else if(next_bit)
    begin
        cycle_counter <= {COUNT_REG_LEN{1'b0}};
    end
    else if    (fsm_state == FSM_START || 
                fsm_state == FSM_SEND  || 
                fsm_state == FSM_STOP   ) 
    begin
        cycle_counter <= cycle_counter + 1'b1;
    end
end
always @(posedge clk) begin : p_fsm_state
    if(!resetn) 
    begin
        fsm_state <= FSM_IDLE;
    end
    else 
    begin
        fsm_state <= n_fsm_state;
    end
end
always @(posedge clk) begin : p_txd_reg
    if(!resetn) begin
        txd_reg <= 1'b1;
    end 
    else if(fsm_state == FSM_IDLE) 
    begin
        txd_reg <= 1'b1;
    end
    else if(fsm_state == FSM_START) 
    begin
        txd_reg <= 1'b0;
    end
    else if(fsm_state == FSM_SEND) 
    begin
        txd_reg <= data_to_send[0];
    end
    else if(fsm_state == FSM_STOP)
    begin
        txd_reg <= 1'b1;
    end
end
endmodule
</file>
<file path="/design/flow/run.sh">
#!/bin/bash
# OpenROAD 26Q1-2900-gdf79404cd8, Yosys 0.63+post, stock flow scripts
make -C /OpenROAD-flow-scripts/flow DESIGN_CONFIG=/design/flow/config.mk WORK_HOME=/design/flow/orfs finish
</file>
==> job_summary.md <==
### Metrics collected by this job

| Metric | Value |
|---|---|
| Status | finished, final reports clean |
| Final ANT Viol Nets | 0 |
| Max H-tree Level | 3 |
| Hold endpoint | i_uart_tx.data_to_send[7] |
| Clock Skews | 0.009628 ns |
| Overall die width | 89.55 um |
| Synth unique cells | 49 |
| Worst Tran Pin Value | 0.8101 ns |
| # fillers | 631 |
| WL/cell | 12.46 um |
| Layout cells sized above 1 | 9.302% |
| Late-Pin Clk Latency | 0.35 ns |
| R2R Setup Slk | 0.44 ns |
| CP max-delay cell | or4b_4 |
| Fp_density | 52.28% |
| DIE HEIGHT | 89.55 um |
| Initial antenna violation count | 0 |
| Vias/cell | 5.096 |
| RSZ-0062 raised after global routing | false |
| Clock root buffer | clkbuf_8 |
| Top Ports | 11 |
| Worst Reg2Reg Path Length in Cells | 5 |
| Synthesized area | 3832 um2 |
| Max-Cap Viols | 0 |
| Ys cells | 405 |
| Pleak | 1.750 nW |
| Hold Crit Start | i_uart_tx.data_to_send[7] |
| Top layer in use | met4 |
| Cycle use final | 86.46% |
| Worst R2R End | i_fifo.ext_wr_ptr[1] |
| Yosys warning total | 4 |
| CP endpoint kind | primary output |
| Antenna diode count | 0 |
| DP Worst Slack | 0.2898 ns |
| CP max stage delay | 0.56 ns |
| Gate Count Post-Synth | 405 |
| Seq share, synth | 45.18% |
| PortBufs | 9 |
| Max VDD drop | 0.0003488 V |
| CTS max path bufs | 2 |
| Hold depth | 2 |
| Cell mode on critical path | nor2_1 |
| Worst Setup Start Kind | flop |
| Core Util, Final | 58.85% |
| Total Wirelength | 6593 um |
| CTS clk-pin slew, worst paths | 0.09 ns |
| Via count | 2696 |
| Chip area in the Yosys report | 3832 um2 |
| Synth flops | 84 |
| Sequential cell area | 1735 um2 |
| WL met3 | 166 um |
| CP Cell Sequence | or4b_4 -> nor3_4 -> nor2_1 -> nor2_1 -> dlymetal6s2s_1 |
| Total core area | 7331 um2 |
| Final WS setup | 0.3520 ns |
| Total global routing overflow | 0 |
| Power density over cell area | 543.0 nW/um2 |
| M1 wire length | 3581 um |
| CP top delay family | simple AND/OR/NAND/NOR gates |
| Row count | 31 |
| Cts hold-fix bufs | 0 |
| CTS Buf Count | 9 |
| Global-route wire length before repair | 10960 um |
| Top Registers | i_uart_rx.cycle_counter x14, i_uart_tx.cycle_counter x14 |
| Hold Fails Final Rpt | 0 |
| Peak Freq | 0.4448 GHz |
| Largest net degree at the start of global routing | 44 |
| WS Path Type | reg -> out |
| Metal2 WL | 2752 um |
| Drt pass-1 iters | 4 |
| Comb gate area | 1988 um2 |
| Fin crit period | 2.248 ns |
| Slew headroom | 45.31% |
| Tot GR Track Use | 17.87% |
| CTS tree | done |
| Clk sinks | 84 |
| Worst setup path start | i_uart_rx.cycle_counter[4] |
| Syn avg cell area | 9.463 um2 |
| Post-DP HPWL | 4500 um |
| Crit path max fanout | 2 |
| Final setup fails | 0 |
| Critical Path RT | 2.08 ns |
| Worst path arrival time | 1.73 ns |
| DRC | 0 |
| Most frequent cells in the layout | 71 x dfxtp_1, 58 x nor2_1, 30 x mux2i_1 |
| Pins Over Slew Limit | 0 |
| Area grow syn2layout | 12.57% |
| DR iter-0 viols | 86 |
| Commonest Layout Cell | dfxtp_1 |
| Tool warning count | 31 |
| GPL Wtd Cong | 0.8797 |
| Vias in the first global route | 2404 |
| Buffer-and-inverter tally for the worst setup path | 1 |
| Die area | 8019 um2 |
| HP Class | reg -> reg |
| Hold Worst Slack | 0.4794 ns |
| Reg-to-Reg Start | i_uart_rx.cycle_counter[5] |
| Fin Setup TNS | 0 ns |
[stage by stage]
| stage | cell area [um2] | cells | total power [mW] |
|---|---|---|---|
| 4_1_cts | 4295 | 529 | 2.373 |
| 2_1_floorplan | 3832 | 405 | 1.355 |
| 6_report | 4314 | 529 | 2.343 |
| 3_3_place_gp | 4076 | 512 | 1.375 |
| 5_1_grt | 4314 | 529 | 2.427 |
| 3_5_place_dp | 4076 | 512 | 1.375 |
[how the worst max path moves through the flow]
stage / slack [ns] / endpoint / cells past startpoint
4_1_cts: 0.01 / rx_valid / 5
5_1_grt: 0.24 / tx_busy / 3
6_report: 0.35 / rx_valid / 5
[cell families after synthesis]
group	count (synthesis)	share of synthesized area (%)
and+or+nand+nor	157	22.17
DFF	84	45.18
AOI/OAI and AO/OA	46	7.248
xor gates and xnor gates	44	10.06
muxes	32	8.423
buffers and inverters	31	3.330
adders and majority gates	11	3.591
[cells in the mapped netlist, drive strengths merged]
cell / number / area share [%]
or4b: 2 / 0.62
nor3b: 3 / 0.59
nand4: 7 / 1.1
xor2: 23 / 5.3
dfrtp: 10 / 6.5
o2111ai: 1 / 0.23
mux2: 2 / 0.59
nand3: 15 / 2.1
a21oi: 14 / 1.8
o21bai: 1 / 0.29
dfxtp: 74 / 39
a21boi: 6 / 1.2
o311ai: 1 / 0.23
mux2i: 30 / 7.8
nor2b: 12 / 2.0
nor4b: 2 / 0.62
xnor2: 21 / 4.8
nor4: 4 / 1.4
o211ai: 3 / 0.72
nor2: 58 / 5.7
buf: 6 / 0.88
ha: 11 / 3.6
o41ai: 1 / 0.23
inv: 18 / 1.8
or2: 1 / 0.16
nand3b: 4 / 0.78
nand2: 21 / 2.1
nor3: 10 / 1.6
nor4bb: 1 / 0.26
nand2b: 4 / 0.65
and3: 4 / 0.65
or3: 3 / 0.49
o21ai: 18 / 2.4
nand4b: 3 / 0.69
or4bb: 1 / 0.29
clkbuf: 7 / 0.69
o31ai: 1 / 0.20
and2: 1 / 0.16
and4: 1 / 0.23
[final cells by class]
type                            instances  area share (%)
Clock buffer                           12           3.132
Clock inverter                          4           1.711
Inverter                               18           1.566
Multi-Input combinational cell        290           46.08
Sequential cell                        84           40.23
Tap cell                               99           2.871
Timing Repair Buffer                   22           4.408
[power by group]
| group | leakage (nW) | internal (mW) | switching [mW] |
|---|---|---|---|
| sequential | 0.738 | 1.29 | 0.00396 |
| clock | 0.105 | 0.543 | 0.454 |
| combinational | 0.907 | 0.0208 | 0.0293 |
[worst min-delay path, cell delays in order (launching register included)]
cell and delay, ns:
dfxtp_1 0.32, nand3_1 0.05, a21boi_0 0.07
[layer usage]
layer	global-route usage, %	vias to the layer above
met5	0	-
met4	2.597	0
met3	2.903	9
met2	26.38	23
met1	29.19	1243
li1	-	1421
[repair_timing]
item,4_1_cts,5_1_grt
resized,2,4
pin swaps,3,3
hold endpoints to repair,0,0
setup endpoints to repair,1,1
setup buffers,1,0
Power figures rest on the tool's default switching activity, not on a simulated workload.
